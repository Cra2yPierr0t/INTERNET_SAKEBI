==> ./design.v <==
module sakebi_async_fifo #(
  parameter DATA_WIDTH  = 8,
  parameter DEPTH       = 4
)(
  input wire                    i_wr_clk,
  input wire                    i_wr_rstn,
  output reg                    o_wr_ready,
  input wire                    i_wr_en,
  input wire [DATA_WIDTH-1:0]   i_wr_data,
  input wire                    i_rd_clk,
  input wire                    i_rd_rstn,
  output reg                    o_rd_ready,
  input wire                    i_rd_en,
  output reg [DATA_WIDTH-1:0]   o_rd_data
);
  localparam ADDR_WIDTH = $clog2(DEPTH);
  wire w_full;
  wire w_empty;
  reg [DATA_WIDTH-1:0] r_ram[DEPTH-1:0];
  reg  [ADDR_WIDTH-1:0] r_wr_addr;
  wire [ADDR_WIDTH-1:0] w_wr_gray;
  reg  [ADDR_WIDTH-1:0] r_rd_gray[2];
  wire [ADDR_WIDTH-1:0] w_rd_addr;
  always @(posedge i_wr_clk, negedge i_wr_rstn) begin
    if(!i_wr_rstn) begin
      r_wr_addr <= 0;
    end else begin
      if(i_wr_en && !w_full) begin
        r_wr_addr           <= r_wr_addr + 1;
        r_ram[r_wr_addr]    <= i_wr_data;
      end else begin
        r_wr_addr           <= r_wr_addr;
      end
    end
  end
  sakebi_bin2gray #(
    .WIDTH  (ADDR_WIDTH )
  ) wr_bin2gray (
    .i_bin  (r_wr_addr  ),
    .o_gray (w_wr_gray  )
  );
  always @(posedge i_wr_clk, negedge i_wr_rstn) begin
    if(!i_wr_rstn) begin
      r_rd_gray[0]  <= 0;
      r_rd_gray[1]  <= 0;
    end else begin
      r_rd_gray[0]  <= w_rd_gray;
      r_rd_gray[1]  <= r_rd_gray[0];
    end
  end
  sakebi_gray2bin #(
    .WIDTH  (ADDR_WIDTH )
  ) rd_gray2bin(
    .i_gray (r_rd_gray[1]),
    .o_bin  (w_rd_addr   )
  );
  assign w_full     = (r_wr_addr - w_rd_addr) == {ADDR_WIDTH{1'b1}};
  assign o_wr_ready = ~w_full;
  reg  [ADDR_WIDTH-1:0] r_rd_addr;
  wire [ADDR_WIDTH-1:0] w_rd_gray;
  reg  [ADDR_WIDTH-1:0] r_wr_gray[2];
  wire [ADDR_WIDTH-1:0] w_wr_addr;
  always @(posedge i_rd_clk, negedge i_rd_rstn) begin
    if(!i_rd_rstn) begin
      r_rd_addr <= 0;
    end else begin
      if(i_rd_en && !w_empty) begin
        r_rd_addr   <= r_rd_addr + 1;
        o_rd_data   <= r_ram[r_rd_addr];
      end else begin
        r_rd_addr   <= r_rd_addr;
      end
    end
  end
  sakebi_bin2gray #(
    .WIDTH  (ADDR_WIDTH )
  ) rd_bin2gray(
    .i_bin  (r_rd_addr  ),
    .o_gray (w_rd_gray  )
  );
  always @(posedge i_rd_clk, negedge i_rd_rstn) begin
    if(!i_rd_rstn) begin
      r_wr_gray[0]  <= 0;
      r_wr_gray[1]  <= 0;
    end else begin
      r_wr_gray[0]  <= w_wr_gray;
      r_wr_gray[1]  <= r_wr_gray[0];
    end
  end
  sakebi_gray2bin #(
    .WIDTH  (ADDR_WIDTH )
  ) wr_gray2bin(
    .i_gray (r_wr_gray[1]),
    .o_bin  (w_wr_addr   )
  );
  assign w_empty    = w_wr_addr == r_rd_addr;
  assign o_rd_ready = ~w_empty;
endmodule
module sakebi_bin2gray #(
  parameter WIDTH = 2
)(
  input  wire [WIDTH-1:0] i_bin,
  output wire [WIDTH-1:0] o_gray
);
  generate
    for(genvar i = 0; i < WIDTH; i=i+1) begin : GEN_BIN2GRAY
      if(i == WIDTH-1) begin
        assign o_gray[i] = i_bin[i];
      end else begin
        assign o_gray[i] = i_bin[i] ^ i_bin[i+1];
      end
    end
  endgenerate
endmodule
module sakebi_gray2bin #(
  parameter WIDTH = 2
)(
  input  wire [WIDTH-1:0] i_gray,
  output wire [WIDTH-1:0] o_bin
);
  generate
    for(genvar i = WIDTH-1; 0 <= i; i=i-1) begin : GEN_GRAY2BIN
      if(i == WIDTH-1) begin
        assign o_bin[i] = i_gray[WIDTH-1];
      end else begin
        assign o_bin[i] = ^i_gray[WIDTH-1:i];
      end
    end
  endgenerate
endmodule
module sakebi_rmii_tx #(
  parameter DATA_WIDTH = 8
) (
  input wire                    i_rmii_REF_CLK,
  output reg                    o_rmii_TX_EN,
  output reg [1:0]              o_rmii_TXD,
  input wire                    i_axis_ACLK,
  input wire                    i_axis_ARESETn,
  input wire                    i_axis_TVALID,
  input wire [DATA_WIDTH-1:0]   i_axis_TDATA
);
  wire                  w_afifo_wr_ready;
  reg                   r_afifo_wr_en;
  reg [DATA_WIDTH-1:0]  r_afifo_wr_data;
  reg [DATA_WIDTH-1:0]  r_tdata;
  reg                   r_tvalid;
  always @(posedge i_axis_ACLK, negedge i_axis_ARESETn) begin
    if(!i_axis_ARESETn) begin
      r_tdata   <= {DATA_WIDTH{1'b0}};
      r_tvalid  <= 1'b0;
    end else begin
      r_tdata   <= i_axis_TDATA;
      r_tvalid  <= i_axis_TVALID;
    end
  end
  always @(posedge i_axis_ACLK, negedge i_axis_ARESETn) begin
    if(!i_axis_ARESETn) begin
      r_afifo_wr_en   <= 1'b0;
      r_afifo_wr_data <= 0;
    end else begin
      if(r_tvalid) begin
        r_afifo_wr_en   <= 1'b1;
        r_afifo_wr_data <= r_tdata;
      end else begin
        r_afifo_wr_en   <= 1'b0;
        r_afifo_wr_data <= 0;
      end
    end
  end
  wire                  w_afifo_rd_ready;
  reg                   r_afifo_rd_en;
  wire [DATA_WIDTH-1:0] w_afifo_rd_data;
  sakebi_async_fifo #(
    .DEPTH  (16 )
  ) afifo (
    .i_wr_clk   (i_axis_ACLK        ),
    .i_wr_rstn  (i_axis_ARESETn     ),
    .o_wr_ready (w_afifo_wr_ready   ),
    .i_wr_en    (r_afifo_wr_en      ),
    .i_wr_data  (r_afifo_wr_data    ),
    .i_rd_clk   (i_rmii_REF_CLK     ),
    .i_rd_rstn  (1'b1               ),
    .o_rd_ready (w_afifo_rd_ready   ),
    .i_rd_en    (r_afifo_rd_en      ),
    .o_rd_data  (w_afifo_rd_data    )
  );
  reg [3:0] r_rmii_state;
  localparam RMII_IDLE      = 4'h0;
  localparam RMII_PREAMBLE  = 4'b1;
  localparam RMII_SFD       = 4'h2;
  localparam RMII_DATA      = 4'h3;
  localparam RMII_ERROR     = 4'hf;
  reg [DATA_WIDTH-1:0]  r_rmii_fifo;
  reg [7:0]             r_rmii_data_cnt;
  reg [7:0] r_rmii_preamble_cnt;
  always @(posedge i_rmii_REF_CLK, negedge i_axis_ARESETn) begin
    if(!i_axis_ARESETn) begin
      o_rmii_TX_EN  <= 1'b0;
      o_rmii_TXD    <= 2'b00;
      r_afifo_rd_en <= 1'b0;
      r_rmii_state  <= RMII_IDLE;
    end else begin
      case(r_rmii_state)
        RMII_IDLE       : begin
          o_rmii_TX_EN  <= 1'b0;
          o_rmii_TXD    <= 2'b00;
          r_afifo_rd_en <= 1'b0;
          if(w_afifo_rd_ready) begin
            r_rmii_state    <= RMII_PREAMBLE;
          end else begin
            r_rmii_state    <= r_rmii_state;
          end
        end
        RMII_PREAMBLE   : begin
          o_rmii_TX_EN  <= 1'b1;
          o_rmii_TXD    <= 2'b01;
          if(r_rmii_preamble_cnt == 8'h1e) begin
            r_afifo_rd_en       <= 1'b1;
            r_rmii_state        <= RMII_SFD;
            r_rmii_preamble_cnt <= 8'h00;
          end else begin
            r_rmii_state        <= r_rmii_state;
            r_rmii_preamble_cnt <= r_rmii_preamble_cnt + 8'h01;
          end
        end
        RMII_SFD        : begin
          r_rmii_data_cnt   <= 8'h00;
          o_rmii_TX_EN      <= 1'b1;
          o_rmii_TXD        <= 2'b11;
          r_rmii_state      <= RMII_DATA;
          r_afifo_rd_en     <= 1'b0;
        end
        RMII_DATA       : begin
          if((r_rmii_data_cnt == 8'h03) && (w_afifo_rd_ready == 1'b0)) begin
            r_afifo_rd_en   <= 1'b0;
            r_rmii_state    <= RMII_IDLE;
            r_rmii_data_cnt <= 8'h00;
            o_rmii_TXD      <= r_rmii_fifo[1:0];
            r_rmii_fifo     <= {2'b00, r_rmii_fifo[7:2]};
          end else if(r_rmii_data_cnt == 8'h00) begin
            r_afifo_rd_en   <= 1'b0;
            r_rmii_state    <= r_rmii_state;
            r_rmii_data_cnt <= r_rmii_data_cnt + 8'h01;
            o_rmii_TXD      <= w_afifo_rd_data[1:0];
            r_rmii_fifo     <= {2'b00, w_afifo_rd_data[7:2]};
          end else if(r_rmii_data_cnt == 8'h03) begin
            r_afifo_rd_en   <= 1'b0;
            r_rmii_state    <= r_rmii_state;
            r_rmii_data_cnt <= 8'h00;
            o_rmii_TXD      <= r_rmii_fifo[1:0];
            r_rmii_fifo     <= {2'b00, r_rmii_fifo[7:2]};
          end else if(r_rmii_data_cnt == 8'h02) begin
            r_afifo_rd_en   <= w_afifo_rd_ready;
            r_rmii_state    <= r_rmii_state;
            r_rmii_data_cnt <= r_rmii_data_cnt + 8'h01;
            o_rmii_TXD      <= r_rmii_fifo[1:0];
            r_rmii_fifo     <= {2'b00, r_rmii_fifo[7:2]};
          end else begin
            r_afifo_rd_en   <= 1'b0;
            r_rmii_state    <= r_rmii_state;
            r_rmii_data_cnt <= r_rmii_data_cnt + 8'h01;
            o_rmii_TXD      <= r_rmii_fifo[1:0];
            r_rmii_fifo     <= {2'b00, r_rmii_fifo[7:2]};
          end
        end
        default         : begin
          r_rmii_state  <= RMII_IDLE;
        end
      endcase
    end
  end
endmodule
==> ./run.sh <==
#!/bin/bash
# OpenROAD 26Q1-2900-gdf79404cd8, Yosys 0.63+post, stock flow scripts
make -C /OpenROAD-flow-scripts/flow DESIGN_CONFIG=/design/flow/config.mk WORK_HOME=/design/flow/orfs finish
==> ./config.mk <==
export PLATFORM = sky130hd
export DESIGN_NAME = sakebi_rmii_tx
export DESIGN_NICKNAME = sakebi_rmii_tx
export VERILOG_FILES = /design/flow/design.v
export SDC_FILE = /design/flow/constraint.sdc
export NUM_CORES = 4
export LEC_CHECK = 1
export CORE_UTILIZATION = 40
==> ./constraint.sdc <==
current_design sakebi_rmii_tx

set clk_period 6.5
set clk_io_pct 0.2

create_clock -name clk0 -period $clk_period [get_ports {i_axis_ACLK}]
create_clock -name clk1 -period $clk_period [get_ports {i_rmii_REF_CLK}]

set non_clock_inputs [all_inputs -no_clocks]
set_input_delay [expr $clk_period * $clk_io_pct] -clock clk0 $non_clock_inputs
set_output_delay [expr $clk_period * $clk_io_pct] -clock clk0 [all_outputs]
==> results.json <==
{
  "fin_skew_ns": 0.00802,
  "antenna_found_initial": 0,
  "ys_types": 57,
  "insertedDiodeCount": 0,
  "tritoncts": "done",
  "fin_ws_ns": 3.06,
  "p_seq_share_pct": 49.3,
  "final_cell_count_no_fill": 862,
  "syn_inst": 555,
  "crit_type": "reg -> reg",
  "cts_resized": 0,
  "fp-utilization_pct": 41.1,
  "grt_pass1_wl_um": 28300,
  "run_status": "finished clean",
  "p_per_area_nw_per_um2": 335,
  "core-area_um2": 20400,
  "async_reset_ff_share_pct": 18.3,
  "finalSetupViolations": 0,
  "drc": 0,
  "post_drt_wl_per_cell_um": 21.1,
  "cp_top_family": "XOR/XNOR gates",
  "slew_headroom_pct": 39.8,
  "edf_count": 162,
  "cp_cell_sequence": "xnor2_1, xor2_1, xnor2_1, ha_1, fa_1, xor2_1, or3_1, o311ai_4, buf_4, nor2_1",
  "ys.flop_type": "edfxtp_1",
  "drt-total-wl_um": 18200,
  "p_leak_nw": 3.55,
  "p_switching_mw": 0.735,
  "comb_power_share_pct": 8.8,
  "chip_area_um2": 21600,
  "yosysWarnings": 12,
  "endpoint_kind": "flip-flop",
  "mostFrequentLayoutCells": "edfxtp_1, nor2_1, dfrtp_1, nand2_1",
  "irDropWorstVdd_uv": 224,
  "finalInstanceArea_um2": 9640,
  "sw_frac_of_total_pct": 22.8,
  "arrival_ns": 3.57,
  "final_max_slew_viol_count": 0,
  "drive_gt1_share_pct": 11.5,
  "grt_pass1_vias": 4950,
  "hold-path-cell-count": 0,
  "global_route.usage.total_pct": 19.0,
  "pwr-share-clk_pct": 41.9,
  "drt_iter0_markers": 543,
  "grt_setup_unrepaired": "false",
  "cts_hold_buf": 0,
  "io_buffers": 13,
  "p_int_mw": 2.49,
  "hold_violations": 0,
  "ys.flops": 208,
  "tool_warnings": 41,
  "dr.pass1.iters": 8,
  "dp_slack_ns": 3.13,
  "area_growth_pct": 14.9,
  "post_cts_buffers": 0,
  "cts.clk_slew.worst_paths_ns": 0.07,
  "row_count": 52,
  "drtAntennaViolNets": 0,
  "max_stage_delay_ns": 0.40,
  "io_pins": 15,
  "dpl_cell_area_um2": 8820,
  "drv_cap": 0,
  "grt_max_degree": 43,
  "hpwl_um": 11900,
  "ys_seq_share_pct": 71.2,
  "reg2reg_slack_ns": 3.06,
  "place_congestion": 0.904,
  "area_leaders": "edfxtp_1, dfrtp_1, ha_1",
  "drt-vias-per-instance": 5.55,
  "avgSynthCellArea_um2": 15.1,
  "worstSetupStartpointType": "flip-flop",
  "top_area_cell": "edfxtp_1",
  "gr-total-overflow": 0,
  "die_w_um": 147,
  "setup_tns_ns": 0,
  "clkSinkCount": 208,
  "synth_area_um2": 8390,
  "top_area_share_pct": 58.0,
  "hold_path.class": "reg -> reg",
  "critPathBufInv": 1,
  "worst_pin_slew_ns": 0.895,
  "ys_cells": 555,
  "vias": 4788,
  "yosysChipArea_um2": 8390,
  "final_common_cell": "edfxtp_1",
  "post-place-cells": 822,
  "crit_slowest_cell": "dfrtp_1",
  "crit_cells": 10,
  "r2r_cells": 10,
  "worstPathRequired_ns": 6.62,
  "fp.dieH_um": 147,
  "crit_fanout": 16
}
[worst reg2reg max path: stages (launching register included)]
cell and delay (ns):
dfrtp_1 0.40, xnor2_1 0.28, xor2_1 0.32, xnor2_1 0.11, ha_1 0.24, fa_1 0.40
xor2_1 0.16, or3_1 0.39, o311ai_4 0.29, buf_4 0.31, nor2_1 0.24
[through the flow]
step	utilization, %	hold WS, ns	total power, mW
4_1_cts	47.2	0.329	3.26
3_3_place_gp	43.2	0.315	1.90
2_1_floorplan	-	0.310	1.78
6_report	47.2	0.329	3.23
3_5_place_dp	43.2	0.313	1.90
5_1_grt	47.2	0.337	3.35
[registers in the layout (all words and copies together) (netlist names), 8 cells and up]
register,cells
afifo.o_rd_data,8
afifo.r_ram,128
afifo.r_wr_gray,8
afifo.r_rd_gray,8
r_rmii_data_cnt,8
r_rmii_preamble_cnt,8
r_tdata,8
r_afifo_wr_data,8
[layout make-up]
| cell class | count | area (um^2) |
|---|---|---|
| flip-flops and latches | 208 | 5980 |
| fillers | 1704 | 10800 |
| clock inverters | 17 | 260 |
| clock buffers | 23 | 554 |
| inverters | 24 | 90.1 |
| well taps | 270 | 338 |
| multi-input cells | 299 | 2230 |
| repair buffers | 21 | 185 |
[cells by family (layout without fill, tap and decap cells)]
| kind of cell | count (synthesis) | in the layout | synth area share [%] |
|---|---|---|---|
| flops | 208 | 208 | 71.2 |
| simple gates | 126 | 126 | 7.38 |
| compound gates | 107 | 107 | 10.2 |
| buf+inv | 48 | 85 | 2.28 |
| fa+ha+maj | 27 | 27 | 4.12 |
| xor+xnor | 26 | 26 | 2.88 |
| mux | 13 | 13 | 1.92 |
[cells in the mapped netlist (all sizes together) (2+ instances only)]
library cell  count
a21oi             9
a222oi           12
a22o             26
a22oi            19
a31oi             2
a41oi             2
and2             16
and3             10
buf               8
clkbuf           16
dfrtp            37
dfxtp             8
edfxtp          162
ha               26
inv              24
mux2             13
nand2            27
nand3            16
nor2             39
nor2b             3
nor3              5
o2111ai           5
o21ai            11
o22a              3
o22ai             3
o311ai            3
o31ai             3
or3               2
or3b              2
xnor2            14
xor2             11
[path summary, 6_finish.rpt]
| path | from | endpoint |
|---|---|---|
| max in group asynchronous | i_axis_ARESETn | r_rmii_state[0] |
| min in group clk0 | afifo.r_rd_gray[0][3] | afifo.r_rd_gray[1][3] |
| min in group asynchronous | i_axis_ARESETn | afifo.r_rd_gray[0][3] |
| worst max register to register | afifo.r_rd_gray[1][3] | afifo.r_ram[12][5] |
| worst min-delay path | afifo.r_wr_gray[0][0] | afifo.r_wr_gray[1][0] |
| worst min register to register | afifo.r_wr_gray[0][0] | afifo.r_wr_gray[1][0] |
| max in group clk1 | afifo.r_rd_addr[3] | afifo.o_rd_data[0] |
| worst max-delay path | afifo.r_rd_gray[1][3] | afifo.r_ram[12][5] |
[metal layers]
| layer | GRT usage [%] | routed length, um | vias up |
|---|---|---|---|
| met1 | 25.0 | 6910 | 2309 |
| met2 | 28.5 | 8450 | 285 |
| met5 | 0 | 0 | - |
| met4 | 3.65 | 425 | 0 |
| li1 | - | - | 2163 |
| met3 | 11.4 | 2410 | 31 |
[power groups by stage]
stage | clock network, mW | registers (mW) | logic (mW)
after global routing | 1.43 | 1.60 | 0.315
final | 1.35 | 1.59 | 0.284
after CTS | 1.38 | 1.59 | 0.285
No activity file was given, so power comes from the tool's default toggle rates.
