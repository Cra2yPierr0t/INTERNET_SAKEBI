==> ./design.v <==
module sakebi_crc32_calculator #(
  parameter DATA_WIDTH      = 8,
  parameter CRC_WIDTH       = 32,
  parameter INPUT_WIDTH     = DATA_WIDTH * 5,
  parameter OUTPUT_WIDTH    = DATA_WIDTH * 4,
  parameter CRC             = 32'h04C11DB7
) (
  input wire    i_clk,
  input wire    [INPUT_WIDTH-1:0]   i_data,
  output wire   [OUTPUT_WIDTH-1:0]  o_data
);
  wire [CRC_WIDTH-1:0]  w_inter_crc[DATA_WIDTH-1:0];
  generate
    genvar i;
    for(i = 0; i < DATA_WIDTH; i = i + 1) begin : GEN_CRC_CHAIN
      if(i == 0) begin
        assign w_inter_crc[0] = i_data[INPUT_WIDTH-2:INPUT_WIDTH-1-CRC_WIDTH] ^ (i_data[INPUT_WIDTH-1] ? CRC : {CRC_WIDTH{1'b0}});
      end else begin
        assign w_inter_crc[i] = {w_inter_crc[i-1][CRC_WIDTH-2:0], i_data[DATA_WIDTH-1-i]} ^ (w_inter_crc[i-1][CRC_WIDTH-1] ? CRC : {CRC_WIDTH{1'b0}});
      end
    end
  endgenerate
  assign o_data =  w_inter_crc[DATA_WIDTH-1][OUTPUT_WIDTH-1:0];
endmodule
module sakebi_crc32_wrapper #(
  parameter DATA_WIDTH      = 8
) (
  input wire                        i_axis_ACLK,
  input wire                        i_axis_ARESETn,
  input wire                        i_axis_TVALID,
  output reg                        o_axis_TREADY,
  input wire    [DATA_WIDTH-1:0]    i_axis_TDATA,
  output reg                        o_axis_TVALID,
  output reg    [DATA_WIDTH*4-1:0]  o_axis_TDATA
);
  parameter CRC_WIDTH       = 32;
  parameter INPUT_WIDTH     = DATA_WIDTH * 5;
  parameter OUTPUT_WIDTH    = DATA_WIDTH * 4;
  parameter CRC             = 32'h04C11DB7;
  reg [7:0]                 r_fifo_cnt = 8'h00;
  reg [DATA_WIDTH*5-1:0]    r_fifo;
  wire  [CRC_WIDTH-1:0]     w_crc;
  function [7:0] reflector;
    input [7:0] i_data;
    begin
      reflector = {i_data[0], i_data[1], i_data[2], i_data[3], i_data[4], i_data[5], i_data[6], i_data[7]};
    end
  endfunction
  function [DATA_WIDTH*4-1:0] output_reflector;
    input [DATA_WIDTH*4-1:0] i_data;
    begin
      output_reflector = {reflector(i_data[DATA_WIDTH-1:0]), reflector(i_data[DATA_WIDTH*2-1:DATA_WIDTH]), reflector(i_data[DATA_WIDTH*3-1:DATA_WIDTH*2]), reflector(i_data[DATA_WIDTH*4-1:DATA_WIDTH*3])};
    end
  endfunction
  reg [7:0] r_crc_state;
  localparam CRC_IDLE       = 8'h00;
  localparam CRC_FIRST4BYTE = 8'h01;
  localparam CRC_FOLLOWDATA = 8'h02;
  localparam CRC_ZEROS      = 8'h03;
  localparam CRC_SENDCRC    = 8'h04;
  always @(posedge i_axis_ACLK, negedge i_axis_ARESETn) begin
    if(!i_axis_ARESETn) begin
      r_crc_state   <= CRC_IDLE;
      r_fifo_cnt    <= 8'h00;
      r_fifo        <= {DATA_WIDTH*5{1'b0}};
      o_axis_TDATA  <= {DATA_WIDTH*4{1'b0}};
      o_axis_TVALID <= 1'b0;
      o_axis_TREADY <= 1'b1;
    end else begin
      case(r_crc_state)
        CRC_IDLE        : begin
          o_axis_TREADY <= 1'b1;
          if(i_axis_TVALID) begin
            o_axis_TDATA    <= {DATA_WIDTH*4{1'b0}};
            o_axis_TVALID   <= 1'b0;
            r_crc_state     <= CRC_FIRST4BYTE;
            r_fifo_cnt      <= r_fifo_cnt + 8'h01;
            r_fifo          <= {r_fifo[DATA_WIDTH*4-1:0], ~reflector(i_axis_TDATA)};
          end else begin
            o_axis_TDATA    <= o_axis_TDATA;
            o_axis_TVALID   <= o_axis_TVALID;
            r_crc_state     <= CRC_IDLE;
            r_fifo_cnt      <= 8'h00;
            r_fifo          <= {DATA_WIDTH*5{1'b0}};
          end
        end
        CRC_FIRST4BYTE  : begin
          r_fifo    <= {r_fifo[DATA_WIDTH*4-1:0], ~reflector(i_axis_TDATA)};
          if(r_fifo_cnt == 8'h03) begin
            r_crc_state <= CRC_FOLLOWDATA;
            r_fifo_cnt  <= 8'h00;
          end else begin
            r_crc_state <= CRC_FIRST4BYTE;
            r_fifo_cnt  <= r_fifo_cnt + 8'h01;
          end
        end
        CRC_FOLLOWDATA  : begin
          if(i_axis_TVALID) begin
            r_crc_state <= CRC_FOLLOWDATA;
            r_fifo      <= {w_crc, reflector(i_axis_TDATA)};
          end else begin
            r_crc_state <= CRC_ZEROS;
            r_fifo      <= {w_crc, 8'h00};
            r_fifo_cnt  <= r_fifo_cnt + 8'h01;
            o_axis_TREADY <= 1'b0;
          end
        end
        CRC_ZEROS       : begin
          r_fifo    <= {w_crc, 8'h00};
          if(r_fifo_cnt == 8'h03) begin
            r_crc_state <= CRC_SENDCRC;
            r_fifo_cnt  <= 8'h00;
          end else begin
            r_crc_state <= CRC_ZEROS;
            r_fifo_cnt  <= r_fifo_cnt + 8'h01;
          end
        end
        CRC_SENDCRC     : begin
          r_crc_state   <= CRC_IDLE;
          o_axis_TVALID <= 1'b1;
          o_axis_TDATA  <= ~output_reflector(w_crc);
          o_axis_TREADY <= 1'b1;
        end
        default         : begin
          r_crc_state   <= CRC_IDLE;
        end
      endcase
    end
  end
  sakebi_crc32_calculator #(
    .DATA_WIDTH     (DATA_WIDTH     ),
    .CRC_WIDTH      (CRC_WIDTH      ),
    .INPUT_WIDTH    (INPUT_WIDTH    ),
    .OUTPUT_WIDTH   (OUTPUT_WIDTH   ),
    .CRC            (CRC            )
  ) crc32_calc (
    .i_clk  (i_axis_ACLK    ),
    .i_data (r_fifo         ),
    .o_data (w_crc          )
  );
endmodule
==> ./run.sh <==
#!/bin/bash
# OpenROAD 26Q1-2900-gdf79404cd8, Yosys 0.63+post, stock flow scripts
make -C /OpenROAD-flow-scripts/flow DESIGN_CONFIG=/design/flow/config.mk WORK_HOME=/design/flow/orfs finish
==> ./config.mk <==
export PLATFORM = sky130hd
export DESIGN_NAME = sakebi_crc32_wrapper
export DESIGN_NICKNAME = sakebi_crc32_wrapper
export VERILOG_FILES = /design/flow/design.v
export SDC_FILE = /design/flow/constraint.sdc
export NUM_CORES = 4
export LEC_CHECK = 1
export CORE_UTILIZATION = 30
==> ./constraint.sdc <==
current_design sakebi_crc32_wrapper

set clk_period 6.6
set clk_io_pct 0.2

create_clock -name clk0 -period $clk_period [get_ports {i_axis_ACLK}]

set non_clock_inputs [all_inputs -no_clocks]
set_input_delay [expr $clk_period * $clk_io_pct] -clock clk0 $non_clock_inputs
set_output_delay [expr $clk_period * $clk_io_pct] -clock clk0 [all_outputs]
==> ci_impl_report.md <==
## Synthesis and layout report

| Metric | Value |
|---|---|
| Antenna Cells | 0 |
| # Cells Yosys | 483 |
| Setup TNS | 0 ps |
| Worst Path Max Fanout | 31 |
| Vias | 3419 |
| Setup crit end kind | register |
| GP Congestion | 0.804 |
| Post-synthesis sequential area ratio | 0.477 |
| Synth cell types | 42 |
| Initial Util | 0.311 |
| Max incr delay on CP | 680 ps |
| DR WL/cell | 14.6 um |
| Num CTS Buffers | 9 |
| Crit path max-delay family | simple AND/OR/NAND/NOR gates |
| Setup Fix Bufs, Post-CTS | 0 |
| Vias in the first global route | 3361 |
| First-pass GRT wire length | 17300 um |
| Min cycle time layout | 2980 ps |
| Drt initial violations | 165 |
| Crit path DAT | 3150 ps |
| Layout cells sized above 1 | 0.0735 |
| Max-slew violation count | 0 |
| Chip area | 15700 um^2 |
| Die width | 125 um |
| Worst rel slew slack | 0.413 |
| Initial antenna violation count | 0 |
| GRT overflow | 0 |
| Worst R2R Setup Slack | 4500 ps |
| Fmax | 336 MHz |
| WHS | 479 ps |
| Critical path required time | 6780 ps |
| Total track usage | 0.140 |
| Post-Route WL | 10200 um |
| Synth Instances | 483 |
| Insertion Delay late pin | 340 ps |
| CTS H-tree lvls | 3 |
| Hold_buf cts | 0 |
| Port Buffers | 44 |
| Worst Clk Skew | 6.66 ps |
| Cell Chain, Critical Path | clkdlybuf4s50_1 > nand2b_1 > nand2_1 > o21ai_0 |
| Max-cap violations | 0 |
| Mapped cell area | 4570 um^2 |
| Final worst slack | 3620 ps |
| Post-CTS sizing | 0 |
| Core area | 14700 um^2 |
| Largest net degree at the start of global routing | 56 |
| Clk root buf | clkbuf_16 |
| Period utilization | 0.451 |
| Router iterations before antenna repair | 14 |
| CP max-delay cell | nand2_1 |
| Yosys chip area | 4570 um^2 |
| Longest Clk Path Bufs | 2 |
| P&R area growth vs syn | 18.4% |
| CTS tree | done |
| Seq cells post-synth | 87 |
| Clock transition at the registers of the reported paths | 60 ps |
| OpenROAD warnings | 25 |
| Critical path launch point type | input pin |
| DRT antenna net count | 0 |
| Status | finished, final reports clean |
| Post-detail-place hpwl | 6860 um |
| RSZ-0062 raised after global routing | false |
| Critical path buffers and inverters | 1 |
| Final Hold Viols | 0 |
| FP Rows | 44 |
| Die height | 125 um |
| Num Clock Sinks | 87 |
| Via/cell ratio | 4.88 |
| Worst-margin pin slew | 879 ps |
| Syn Area/Cell | 9.46 um^2 |
| Setup CP Type | in2reg |
| Ys Warns | 2 |
| # IOs | 45 |
| Remaining DRCs | 0 |
| Final setup viols | 0 |
| Worst Setup Slack post-DPL | 3270 ps |
| Min-Delay Path Class | reg2reg |
area by class of cell:
class	count	area (um^2)
tap	184	230
clock inverter	6	43.8
clock buffer	10	239
sequential	87	2180
inverter	5	18.8
timing repair buffer	51	490
multi-input combinational	358	2210
fill	1437	9290
through the flow:
stage | std cells | instance area (um^2) | util
3_5_place_dp | 685 | 5130 | 0.349
2_1_floorplan | 483 | 4570 | -
3_3_place_gp | 685 | 5130 | 0.349
4_1_cts | 701 | 5410 | 0.368
6_report | 701 | 5410 | 0.368
5_1_grt | 701 | 5410 | 0.368
state kept, by name, summed over array words and instances, names as in the netlist:
register	count
o_axis_TDATA	32
r_fifo_cnt	8
r_fifo	40
o_axis_TVALID	1
r_crc_state	5
o_axis_TREADY	1
cells in the final DEF (no fill, tap or decap), types with 8 or more instances in the layout:
cell	n
xnor2_1	46
nor2_1	58
nand2_1	62
xor2_1	24
dfrtp_1	85
clkbuf_16	9
a21oi_1	28
a221oi_1	8
o21ai_0	68
clkdlybuf4s50_1	43
buf_4	8
cells in the mapped netlist:
cell type,count,area share
o21ai_1,1,0.0011
or3_1,2,0.0027
xor2_2,1,0.0036
a21oi_1,28,0.031
inv_1,5,0.0041
o32a_1,1,0.0022
nor2_1,58,0.048
mux2i_1,2,0.0044
xor2_4,1,0.0060
nor4_4,2,0.0093
nor3_1,7,0.0077
xnor2_4,2,0.012
buf_6,3,0.0074
xor2_1,24,0.046
nand2_1,62,0.051
buf_2,7,0.0077
clkbuf_1,19,0.016
ha_1,1,0.0027
nand3b_1,4,0.0066
a221oi_1,8,0.015
a22oi_1,7,0.012
nand4_1,2,0.0027
xnor2_1,46,0.088
a31oi_1,5,0.0068
xnor2_2,3,0.011
a32o_1,1,0.0022
nand3_1,4,0.0044
buf_1,1,0.00082
a21o_1,7,0.012
dfstp_2,2,0.012
a21oi_2,1,0.0019
o22ai_1,1,0.0014
nand2b_1,3,0.0041
or4b_4,1,0.0030
buf_4,3,0.0049
xnor3_1,1,0.0049
o21ai_0,68,0.074
and2_1,1,0.0014
and3_1,1,0.0014
dfrtp_1,85,0.47
nor2b_1,1,0.0014
nor3b_1,1,0.0016
kinds of logic (layout without fill, tap and decap cells):
logic type                 after synthesis  after routing  share of synthesized area
AOI/OAI and AO/OA                      128            128                      0.159
xor gates and xnor gates                78             78                      0.171
adders and majority gates                1              1                    0.00274
buffers and inverters                   38             72                     0.0405
DFF                                     87             87                      0.477
muxes                                    2              2                    0.00438
and+or+nand+nor                        149            149                      0.145
per-layer routing:
layer  GRT usage  vias to the layer above  part of all wire
li1            -                     1694                 -
met1       0.205                     1655              0.46
met2       0.233                       57              0.50
met3      0.0157                       13             0.030
met4      0.0208                        0             0.017
met5           0                        -                 0
tightest hold or removal path: stages (launching register included):
cell     delay, ps
dfrtp_1        340
nand2_1         50
o21ai_0         60
final timing paths:
check                                 from          endpoint  depth (start not counted)
hold reg to reg            o_axis_TDATA[1]   o_axis_TDATA[1]                          2
setup reg to reg                r_fifo[37]        r_fifo[20]                          5
setup / recovery             i_axis_TVALID  o_axis_TDATA[29]                          4
max in group asynchronous   i_axis_ARESETn        r_fifo[17]                          2
hold / removal             o_axis_TDATA[1]   o_axis_TDATA[1]                          2
min in group asynchronous   i_axis_ARESETn     r_fifo_cnt[4]                          1
