File: run.sh
#!/bin/bash
# OpenROAD 26Q1-2900-gdf79404cd8, Yosys 0.63+post, stock flow scripts
make -C /OpenROAD-flow-scripts/flow DESIGN_CONFIG=/design/flow/config.mk WORK_HOME=/design/flow/orfs finish
File: config.mk
export PLATFORM = sky130hd
export DESIGN_NAME = sakebi_ethernet_frame_rx
export DESIGN_NICKNAME = sakebi_ethernet_frame_rx
export VERILOG_FILES = /design/flow/design.v
export SDC_FILE = /design/flow/constraint.sdc
export NUM_CORES = 4
export LEC_CHECK = 1
export CORE_UTILIZATION = 30
File: constraint.sdc
current_design sakebi_ethernet_frame_rx

set clk_period 7.4
set clk_io_pct 0.2

create_clock -name clk0 -period $clk_period [get_ports {i_axis_ACLK}]

set non_clock_inputs [all_inputs -no_clocks]
set_input_delay [expr $clk_period * $clk_io_pct] -clock clk0 $non_clock_inputs
set_output_delay [expr $clk_period * $clk_io_pct] -clock clk0 [all_outputs]
File: design.v
module sakebi_ethernet_frame_rx #(
  parameter DATA_WIDTH      = 8,
  parameter MAC_ADDR_WIDTH  = DATA_WIDTH*6,
  parameter ETHERTYPE_WIDTH = DATA_WIDTH*2
) (
  input  wire                       i_axis_ACLK,
  input  wire                       i_axis_ARESETn,
  input  wire                       i_axis_TVALID,
  output reg                        o_axis_TREADY,
  input wire [DATA_WIDTH-1:0]       i_axis_TDATA,
  output reg                        o_axis_TVALID,
  input wire                        i_axis_TREADY,
  output reg [DATA_WIDTH-1:0]       o_axis_TDATA,
  output reg [MAC_ADDR_WIDTH-1:0]   o_src_mac_addr,
  output reg [MAC_ADDR_WIDTH-1:0]   o_dst_mac_addr,
  output reg [ETHERTYPE_WIDTH-1:0]  o_ethertype,
  input wire                        i_specify_mac_en,
  input wire [MAC_ADDR_WIDTH-1:0]   i_mac_addr,
  input wire                        i_specify_ethertype_en,
  input wire [ETHERTYPE_WIDTH-1:0]  i_ethertype
);
  reg                   r_tvalid;
  reg [DATA_WIDTH-1:0]  r_tdata;
  reg [MAC_ADDR_WIDTH-1:0]  r_dst_mac_addr;
  reg [MAC_ADDR_WIDTH-1:0]  r_src_mac_addr;
  reg [ETHERTYPE_WIDTH-1:0] r_ethertype;
  localparam ETHER_IDLE         = 8'h00;
  localparam ETHER_MAC_DST      = 8'h01;
  localparam ETHER_MAC_SRC      = 8'h02;
  localparam ETHER_ETHERTYPE    = 8'h03;
  localparam ETHER_PAYLOAD      = 8'h04;
  reg [7:0] r_ether_state;
  reg [7:0] r_mac_cnt;
  reg [7:0] r_ethertype_cnt;
  always @(posedge i_axis_ACLK, negedge i_axis_ARESETn) begin
    if(!i_axis_ARESETn) begin
      r_tvalid  <= 1'b0;
      r_tdata   <= {DATA_WIDTH{1'b0}};
    end else begin
      r_tvalid  <= i_axis_TVALID;
      r_tdata   <= i_axis_TDATA;
    end
  end
  always @(posedge i_axis_ACLK, negedge i_axis_ARESETn) begin
    if(!i_axis_ARESETn) begin
      r_ether_state     <= ETHER_IDLE;
      r_mac_cnt         <= 8'h00;
      r_ethertype_cnt   <= 8'h00;
      r_dst_mac_addr    <= {MAC_ADDR_WIDTH{1'b0}};
      r_src_mac_addr    <= {MAC_ADDR_WIDTH{1'b0}};
    end else begin
      case(r_ether_state)
        ETHER_IDLE      : begin
          if(r_tvalid) begin
            r_ether_state   <= ETHER_MAC_DST;
            r_mac_cnt       <= r_mac_cnt + 8'h01;
            r_dst_mac_addr  <= {r_dst_mac_addr[MAC_ADDR_WIDTH-9:0], r_tdata};
          end else begin
            r_ether_state   <= r_ether_state;
            r_mac_cnt       <= 8'h00;
            r_dst_mac_addr  <= {MAC_ADDR_WIDTH{1'b0}};
          end
        end
        ETHER_MAC_DST   : begin
          if(r_mac_cnt == 8'h05) begin
            r_mac_cnt       <= 8'h00;
            r_ether_state   <= ETHER_MAC_SRC;
          end else begin
            r_mac_cnt       <= r_mac_cnt + 8'h01;
            r_ether_state   <= r_ether_state;
          end
          r_dst_mac_addr    <= {r_dst_mac_addr[MAC_ADDR_WIDTH-9:0], r_tdata};
        end
        ETHER_MAC_SRC   : begin
          if(r_mac_cnt == 8'h05) begin
            r_mac_cnt       <= 8'h00;
            r_ether_state   <= ETHER_ETHERTYPE;
          end else begin
            r_mac_cnt       <= r_mac_cnt + 8'h01;
            r_ether_state   <= r_ether_state;
          end
          r_src_mac_addr    <= {r_src_mac_addr[MAC_ADDR_WIDTH-9:0], r_tdata};
        end
        ETHER_ETHERTYPE : begin
          if(r_ethertype_cnt == 8'h01) begin
            r_ethertype_cnt <= 8'h00;
            r_ether_state   <= ETHER_PAYLOAD;
          end else begin
            r_ethertype_cnt <= r_ethertype_cnt + 8'h01;
            r_ether_state   <= r_ether_state;
          end
          r_ethertype   <= {r_ethertype[ETHERTYPE_WIDTH-9:0], r_tdata};
        end
        ETHER_PAYLOAD   : begin
          o_axis_TVALID     <= r_tvalid;
          o_src_mac_addr    <= r_src_mac_addr;
          o_dst_mac_addr    <= r_dst_mac_addr;
          o_ethertype       <= r_ethertype;
          o_axis_TDATA      <= r_tdata;
          if(r_tvalid == 1'b0) begin
            r_ether_state   <= ETHER_IDLE;
          end else begin
            r_ether_state   <= r_ether_state;
          end
        end
        default         : begin
          r_ether_state     <= ETHER_IDLE;
        end
      endcase
    end
  end
endmodule
==> CHANGELOG.md <==
### Metrics

- Status: completed
- Weighted congestion at the end of routability-driven global placement: 0.7757
- Storage cell area: 7269 sq um
- Buffer cell driving the clock tree root: sky130_fd_sc_hd__clkbuf_16
- Remaining max-slew budget at the tightest pin: 50.81%
- Maximum number of pins on one net before global-route repair: 51
- Post-layout total power: 0.002929 W
- Type of the worst setup path: flop to output pin
- Crit path buf inv count: 1
- Reg-to-reg slack, setup: 5.63 ns
- Clk sink count: 263
- Antenna violations before repair: 2
- Tally of OpenROAD warnings: 94
- Critical path peak fanout: 1
- Total CTS buffers: 28
- Portion of total power attributed to sequential cells: 52.5%
- Post-Synthesis Cell Area: 8890 sq um
- Worst clock skew: 0.009202 ns
- Wire length of the first global-routing pass: 25,930 microns
- Clock transition at the register clock pins on the worst setup and hold paths after CTS: 0.06 ns
- Yosys stat chip area: 8890 sq um
- Overflow left after global routing: 0
- Post-synth regs: 263
- Hold Path End: o_ethertype[12]
- Area enclosed by the die boundary: 30,320 sq um
- Logic area: 1508 sq um
- All-layer global routing usage: 11.33%
- Internal power of the cells: 0.002364 W
- Sum Neg Setup Slack: 0 ns
- Combinational power share: 0.7%
- Vertical extent of the die: 174.1 microns
- Switching part of the total power: 19.29%
- Count of final hold-check violations: 0
- Routed WL: 15,950 microns
- CTS tree: built
- Buffers added on ports: 131
- Arrival time at the worst endpoint: 1.37 ns
- Detailed-route wire length per cell: 15.72 microns
- Via count: 4,485
- Power density relative to cell area: 253.0 nW/um^2
- Post-layout period usage of the worst path: 38.45%
- Core area: 28,940 sq um
- Count of filler cells inserted in the layout: 2,527
- Drc violations: 0
- Count of buffers added by post-CTS timing repair for setup: 0
- Portion of total power attributed to the clock network: 46.8%
- R2R Path Start: r_ether_state[1]
- Standard-cell rows: 62
- Top achievable clock speed: 351.5 MHz
- Post-cts sizing count: 0
- Source-to-sink clock delay at the later pin of the worst-skew pair: 0.52 ns
- Yosys cell count: 461
- Nature of the critical path endpoint: output pin
- Hold Path Origin: r_ethertype[12]
- Fraction of layout cells with a size suffix above 1: 17.75%
- HPWL Detailed: 10,030 microns
- Endpoints failing setup: 0
- Number of global-route vias before repair: 4,693
- Reg-to-Reg End: o_src_mac_addr[37]
- CP delay by family, top: buffers and inverters
- Worst Hold Class: flop to flop
- Total net switching power: 0.0005650 W
- Start point of the critical path: o_dst_mac_addr[10]
- Die Wd: 174.1 microns
- Ordered list of cells on the worst path: clkdlybuf4s50_1
- Peak VDD IR: 0.1590 mV
- Post-synthesis cell type with the largest combined area: sky130_fd_sc_hd__edfxtp_1
- Detailed Route Iter0 Violations: 268
- Crit path DRT: 5.92 ns
- Most common cell after layout, fill and taps aside: sky130_fd_sc_hd__edfxtp_1
- # Max-Cap Violations: 0
- Share of synthesized area occupied by flip-flops and latches: 81.76%
- Num ports: 200
- Per-cell via count in the routed design: 4.419
- Mean post-synth cell area: 19.28 sq um
- Proportion of netlist area held by the largest area contributor: 46.28%
- Number of warnings printed during yosys synthesis: 2
- Critical path launch point type: flop
- Area growth syn-to-layout: 30.23%
- Number of cells on the worst hold path: 0
- Worst-path cell with the longest stage delay: sky130_fd_sc_hd__clkdlybuf4s50_1
- Delay of the slowest critical-path stage: 0.48 ns
- Unrepaired setup endpoints after global routing: false
- Total iterations of the first detailed-routing run: 5
- Post-route ant nets: 0
- Number of buffers added to fix hold violations after cts: 0
- Clock Path Buffers: 3
- Number of standard cells after synthesis: 461
- Number of distinct library cells after synthesis: 43
- Final tally of max-slew violations: 0
- Core utilization before placement: 30.72%
- Top logic cells by instance count in the layout: sky130_fd_sc_hd__edfxtp_1 (137), sky130_fd_sc_hd__clkdlybuf4s50_1 (130), sky130_fd_sc_hd__dfrtp_1 (124)
- Lkg Pwr: 4.768 nW
- Period minus WS final: 2.845 ns
- Transition time at the pin with the least slew margin: 0.7379 ns
- Htree depth: 1
- Largest cells by area: sky130_fd_sc_hd__edfxtp_1 (46%), sky130_fd_sc_hd__dfrtp_1 (35%), sky130_fd_sc_hd__mux2_2 (6.1%)
- Total antenna diodes in the routed design: 0
- Cell depth of the worst flop-to-flop path: 2
cell families after synthesis:
logic type / Yosys count / share of synthesized area, %
buffers and inverters: 26 / 1.393
flip-flops: 263 / 81.76
multiplexers: 49 / 6.249
adder cells (fa/ha/maj): 4 / 0.5630
XOR/XNOR: 6 / 0.5912
other: 1 / 0.04218
AND/OR/NAND/NOR: 38 / 2.534
AND-OR/OR-AND: 74 / 6.869
sequential cells by signal, summed over array words and instances, names as in the netlist, named ones only:
signal           count
o_src_mac_addr      48
r_ethertype_cnt      8
r_dst_mac_addr      48
o_ethertype         16
r_src_mac_addr      48
r_ethertype         16
r_tdata              8
o_axis_TDATA         8
o_dst_mac_addr      48
r_ether_state        4
r_tvalid             1
r_mac_cnt            8
o_axis_TVALID        1
final cells by class:
class	count	share of cell area, %
Clock buffer	40	6.884
Inverter	6	0.1945
Multi-Input combinational cell	172	13.02
Timing Repair Buffer	138	11.79
Clock inverter	12	1.167
Sequential cell	263	62.79
Tap cell	384	4.150
how the worst max path moves through the flow:
| stage | end | cells after the start |
|---|---|---|
| after CTS | o_dst_mac_addr[10] | 1 |
| after global routing | o_dst_mac_addr[10] | 1 |
| final | o_dst_mac_addr[10] | 1 |
cells in the mapped netlist:
| library cell | count |
|---|---|
| sky130_fd_sc_hd__and2_1 | 2 |
| sky130_fd_sc_hd__o22ai_1 | 3 |
| sky130_fd_sc_hd__inv_1 | 6 |
| sky130_fd_sc_hd__nand2_1 | 5 |
| sky130_fd_sc_hd__conb_1 | 1 |
| sky130_fd_sc_hd__xnor2_1 | 3 |
| sky130_fd_sc_hd__a21boi_0 | 1 |
| sky130_fd_sc_hd__clkbuf_1 | 5 |
| sky130_fd_sc_hd__o31ai_4 | 1 |
| sky130_fd_sc_hd__or2_2 | 1 |
| sky130_fd_sc_hd__a31oi_1 | 1 |
| sky130_fd_sc_hd__buf_2 | 12 |
| sky130_fd_sc_hd__a22o_2 | 1 |
| sky130_fd_sc_hd__o211ai_1 | 1 |
| sky130_fd_sc_hd__o31ai_1 | 4 |
| sky130_fd_sc_hd__dfstp_2 | 1 |
| sky130_fd_sc_hd__o21ai_0 | 4 |
| sky130_fd_sc_hd__buf_4 | 3 |
| sky130_fd_sc_hd__nor4_1 | 1 |
| sky130_fd_sc_hd__nand4_1 | 4 |
| sky130_fd_sc_hd__a22o_1 | 49 |
| sky130_fd_sc_hd__nand3_1 | 4 |
| sky130_fd_sc_hd__ha_1 | 4 |
| sky130_fd_sc_hd__nand4bb_1 | 1 |
| sky130_fd_sc_hd__and3_1 | 1 |
| sky130_fd_sc_hd__or3_1 | 1 |
| sky130_fd_sc_hd__a21oi_1 | 6 |
| sky130_fd_sc_hd__nor2_1 | 8 |
| sky130_fd_sc_hd__or4_1 | 4 |
| sky130_fd_sc_hd__dfrtp_1 | 125 |
| sky130_fd_sc_hd__xor2_1 | 3 |
| sky130_fd_sc_hd__or4b_1 | 1 |
| sky130_fd_sc_hd__o31ai_2 | 1 |
| sky130_fd_sc_hd__or3_2 | 1 |
| sky130_fd_sc_hd__mux2_4 | 1 |
| sky130_fd_sc_hd__mux2_2 | 48 |
| sky130_fd_sc_hd__a311o_1 | 1 |
| sky130_fd_sc_hd__or2_4 | 1 |
| sky130_fd_sc_hd__nand2b_1 | 1 |
| sky130_fd_sc_hd__or3_4 | 1 |
| sky130_fd_sc_hd__a21o_1 | 1 |
| sky130_fd_sc_hd__edfxtp_1 | 137 |
| sky130_fd_sc_hd__nand4b_1 | 1 |
power by group through the flow:
stage                 clock network, W  logic (W)  registers, W
final                          0.00137  0.0000198       0.00154
after global routing           0.00148  0.0000237       0.00154
after CTS                      0.00141  0.0000214       0.00154
stage by stage:
step	std cells	hold slack [ns]	util, %	area (sq um)	worst slack, ns
floorplan	461	0.4003	-	8890	2.663
global placement	963	0.4052	36.79	10650	4.077
detailed placement	963	0.4045	36.79	10650	4.042
CTS	1015	0.4152	40.01	11580	4.514
global route	1015	0.4254	40.01	11580	4.481
finish	1015	0.4125	40.01	11580	4.555
layer usage:
metal	GRT usage [%]	wire, microns
met1	17.55	7242
met4	1.901	299
met2	17.00	7290
met5	0	13
met3	3.409	1108
Power and IR drop assume default switching activity.
